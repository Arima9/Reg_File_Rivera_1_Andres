[./constraint.sdc]
current_design Register_File

set clk_period 7.6
set clk_io_pct 0.2

create_clock -name clk0 -period $clk_period [get_ports {clk}]

set non_clock_inputs [all_inputs -no_clocks]
set_input_delay [expr $clk_period * $clk_io_pct] -clock clk0 $non_clock_inputs
set_output_delay [expr $clk_period * $clk_io_pct] -clock clk0 [all_outputs]
[./config.mk]
export PLATFORM = sky130hd
export DESIGN_NAME = Register_File
export DESIGN_NICKNAME = Register_File
export VERILOG_FILES = /design/flow/design.v
export SDC_FILE = /design/flow/constraint.sdc
export NUM_CORES = 4
export LEC_CHECK = 1
export CORE_UTILIZATION = 50
[./design.v]
module DecoderUnit
#(
    parameter LEN = 2
)
(
    input   [LEN-1:0]   Dir,
    output  [2**LEN-1:0] Sal
);
localparam [2**LEN-1:0]ONE = 'b1;
assign Sal = ONE << Dir;
endmodule
module MultiplexerUnit
#(
    parameter SEL = 2,
    parameter WORD = 8
)
(
    input   [(2**SEL)*WORD-1:0] DATAin,
    input   [SEL-1:0] Select,
    output  [WORD-1:0] DATAout
);
wire [WORD-1:0] Ddatas [2**SEL-1:0];
genvar i;
generate
    for(i = 0; i < 2**SEL; i = i + 1)begin : Dat
        assign Ddatas[i] = DATAin[(WORD-1+WORD*i):(0+WORD*i)];
    end
endgenerate
assign DATAout = Ddatas[Select];
endmodule
module RegisterUnit
#(
    parameter W = 8
)(
    input                   clk, rst, en, 
    input       [W-1:0]     D,
    output reg  [W-1:0]     Q
);
always @(posedge clk or negedge rst)begin
    if (!rst) Q <= {W{1'b0}};
    else if (en) Q <= D;
    else Q <= Q;
end
endmodule
module Register_File
#(
    parameter N = 32,
    parameter ADDR = 5
)
(
    input               clk,
    input               reset,
    input               Reg_Write_i,
    input   [ADDR-1:0]  Write_Register_i,
    input   [ADDR-1:0]  Read_Register_1_i,
    input   [ADDR-1:0]  Read_Register_2_i,
    input   [N-1:0]     Write_Data_i,
    output  [N-1:0]     Read_Data_1_o,
    output  [N-1:0]     Read_Data_2_o
);
wire [2**ADDR-1:0] DecEnables;
wire [(2**ADDR)*N-1:0] Words;
genvar i;
generate
    for(i = 0; i < 2**ADDR; i = i + 1) begin: REG
        if (i == 0)
            RegisterUnit #(.W(N)) R(.clk(clk), .rst(reset), .en(Reg_Write_i & DecEnables[i]), .D({N{1'b0}}), .Q(Words[(N-1+N*i):(0+N*i)]));
        else
            RegisterUnit #(.W(N)) R(.clk(clk), .rst(reset), .en(Reg_Write_i & DecEnables[i]), .D(Write_Data_i), .Q(Words[(N-1+N*i):(0+N*i)]));
    end
endgenerate
DecoderUnit #(.LEN(ADDR)) Decoder(.Dir(Write_Register_i), .Sal(DecEnables));
MultiplexerUnit #(.SEL(ADDR), .WORD(N)) Mux0(.DATAin(Words),.Select(Read_Register_1_i),.DATAout(Read_Data_1_o));
MultiplexerUnit #(.SEL(ADDR), .WORD(N)) Mux1(.DATAin(Words),.Select(Read_Register_2_i),.DATAout(Read_Data_2_o));
endmodule
[./run.sh]
#!/bin/bash
# OpenROAD 26Q1-2900-gdf79404cd8, Yosys 0.63+post, stock flow scripts
make -C /OpenROAD-flow-scripts/flow DESIGN_CONFIG=/design/flow/config.mk WORK_HOME=/design/flow/orfs finish
==> impl_metrics.json <==
{
  "status": "completed",
  "yosys_cells": 4184,
  "tritoncts": "yes",
  "grt_busiest_layer": "met2",
  "end_kind": "output pin",
  "vias_per_cell": 7.54,
  "edf_count": 0,
  "p_sw_mw": 4.18,
  "tightest_slew_ns": 1.25,
  "met1_usage_pct": 63.6,
  "yosys_warnings": 2,
  "via_count": 42100,
  "initial_core_util_pct": 50.8,
  "die_width_um": 319,
  "portBuffers": 113,
  "cts_sinks": 992,
  "p_per_area_nw_per_um2": 258,
  "yosysSeqAreaShare_pct": 49.4,
  "pwr-share-seq_pct": 49.1,
  "largest_reg_flops": 992,
  "p_leak_nw": 26.4,
  "peakVddDrop_v": 0.000193,
  "rrSetupSlack_ns": 6.73,
  "grt_pass1_vias": 41100,
  "drv_slew": 0,
  "grt_use_met2_pct": 64.9,
  "row_count": 115,
  "layout-drive-gt1-share_pct": 36.4,
  "critPathRequiredTime_ns": 6.08,
  "rr_startpoint": "REG[19].genblk1.R.Q[28]",
  "yosys-top-cells-area": "dfrtp_1 (49%), mux2_2 (22%), a22oi_1 (9.2%)",
  "grt_usage_pct": 48.8,
  "synth_area_um2": 50300,
  "chip_area_um2": 102000,
  "synthCells": 4184,
  "top_register": "REG.genblk1.R.Q",
  "grt_first_pass_wirelength_um": 326000,
  "power_frac_clock_pct": 36.9,
  "min_to": "REG[25].genblk1.R.Q[16]",
  "rsz0062_at_grt": "false",
  "gp_congestion": 1.02,
  "drcViolationCount": 0,
  "die_h_um": 319,
  "worstRegToRegCells": 1,
  "crit_type": "in2out",
  "cts-root-buf": "clkbuf_16",
  "hold_slack_ns": 0.518,
  "cts_hold_buf": 0,
  "slew_headroom_pct": 16.9,
  "rr_endpoint": "REG[19].genblk1.R.Q[28]",
  "syn_area_per_cell_um2": 12.0,
  "top_area_share_pct": 49.4,
  "drt_iter0_markers": 4964,
  "dr.pass1.iters": 9,
  "yosys.cell_count.top_type": "mux2_2",
  "yosys.stat.chipArea_um2": 50300,
  "ioPinCount": 114,
  "comb_area_um2": 23900,
  "ff_type": "dfrtp_1",
  "ant_nets": 0,
  "post-cts-setup-buffers": 0,
  "core_um2": 99000,
  "max_freq_mhz": 140,
  "holdCritPathClass": "reg2reg",
  "grt_max_degree": 115,
  "wl_per_cell_um": 42.3,
  "setup_viol": 0,
  "finalInstanceArea_um2": 57200,
  "grt_util_met3_pct": 28.7,
  "worstHoldStart": "REG[25].genblk1.R.Q[16]",
  "p_int_mw": 10.6,
  "warnings": 33,
  "antenna_found_initial": 19,
  "numCtsBuffers": 109,
  "common_cells": "mux2_2 (997), dfrtp_1 (992), a22oi_1 (616)",
  "seq_area_um2": 24800,
  "critPathLaunchType": "input port",
  "gr-total-overflow": 0,
  "wl_um": 236000,
  "tns_ns": 0,
  "switching_share_pct": 28.3,
  "min_path_cells": 1,
  "pwr-share-comb_pct": 14.0,
  "drv_cap": 0,
  "areaGrowthSynthToFinish_pct": 13.9,
  "clkTransAtPathRegs_ns": 0.05,
  "hpwl_um": 142000,
  "cts_buffer_depth": 3,
  "period_used_pct": 94.3,
  "ctsResizeCount": 0,
  "arrival_ns": 5.64,
  "period_needed_ns": 7.16,
  "clkLatencyLatePin_ns": 0.70,
  "dpl-instance-area_um2": 53600,
  "synth_cell_types": 59,
  "crit_path_max_fanout": 16,
  "htree_num_levels": 3,
  "final_util_pct": 57.8,
  "synthArstFlopShare_pct": 100,
  "nFillCells": 8116,
  "ys.flops": 992,
  "reg_top3": "REG.genblk1.R.Q (992)",
  "synth_top_cell_by_area": "dfrtp_1",
  "skew_ns": 0,
  "hold_viol": 0
}
[cells by family after synthesis]
group | count (synthesis) | share of synthesized area [%]
flops | 992 | 49.4
buf+inv | 453 | 3.94
compound gates | 839 | 13.5
mux | 1017 | 22.8
simple gates | 883 | 10.4
[layout by cell type (no fill, tap or decap), drive strengths merged, types with 50 or more instances in the layout]
cell / netlist / layout
or4: 62 / 62
nand2: 50 / 50
mux2: 997 / 997
nor2: 52 / 52
a2111oi: 123 / 123
buf: 139 / 233
dfrtp: 992 / 992
clkbuf: 313 / 157
and3: 375 / 375
clkdlybuf4s50: 0 / 112
nand4: 74 / 74
nand3: 176 / 176
a22oi: 616 / 616
[critical path, cell delays in order]
cell,delay [ns]
clkdlybuf4s50_1,0.82
buf_4,0.30
nand3_1,0.26
nor2_4,0.98
buf_4,0.57
a22oi_1,0.17
nand4_1,0.16
or4_1,0.23
clkdlybuf4s50_1,0.53
[worst max-delay path by stage]
| stage | from | end | slack, ns | cells past startpoint |
|---|---|---|---|---|
| after CTS | Read_Register_2_i[0] | Read_Data_2_o[12] | 0.70 | 9 |
| after global routing | Read_Register_1_i[1] | Read_Data_1_o[0] | 0.49 | 9 |
| final | Read_Register_1_i[0] | Read_Data_1_o[28] | 0.44 | 9 |
[power by group through the flow]
| stage | Clock [mW] | Sequential, mW | Combinational, mW |
|---|---|---|---|
| 4_1_cts | 5.47 | 7.21 | 2.04 |
| 6_report | 5.44 | 7.25 | 2.07 |
| 5_1_grt | 5.67 | 7.35 | 2.20 |
[metal layers]
layer	part of all wire [%]	vias up
met5	0.14	-
met4	7.5	24
met1	35	21300
met3	16	1092
li1	-	16300
met2	41	3427
[layout make-up]
class	instances	share of cell area (%)
Antenna cell	20	0.0874
Clock buffer	157	5.59
Clock inverter	40	0.752
Inverter	1	0.00656
Multi-Input combinational cell	2739	41.8
Sequential cell	992	43.4
Tap cell	1287	2.81
Timing Repair Buffer	345	5.57
[through the flow]
stage,total power [mW],instances,setup WS (ns)
2_1_floorplan,8.20,4184,2.99
6_report,14.8,5581,0.435
3_3_place_gp,9.28,5364,0.739
5_1_grt,15.2,5566,0.492
3_5_place_dp,9.32,5364,0.700
4_1_cts,14.7,5561,0.698
Power and IR drop assume default switching activity.
